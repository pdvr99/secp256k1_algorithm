===== /design/flow/config.mk =====
export PLATFORM = sky130hd
export DESIGN_NAME = mod_add
export DESIGN_NICKNAME = mod_add
export VERILOG_FILES = /design/flow/design.v
export SDC_FILE = /design/flow/constraint.sdc
export NUM_CORES = 4
export LEC_CHECK = 1
export CORE_AREA = 10 10 355 355
export DIE_AREA = 0 0 365 365

===== /design/flow/constraint.sdc =====
current_design mod_add

set clk_period 80.6
set clk_io_pct 0.2

create_clock -name clk0 -period $clk_period

set non_clock_inputs [all_inputs -no_clocks]
set_input_delay [expr $clk_period * $clk_io_pct] -clock clk0 $non_clock_inputs
set_output_delay [expr $clk_period * $clk_io_pct] -clock clk0 [all_outputs]

===== /design/flow/design.v =====
module mod_add(
    input [255:0] x, 
    input [255:0] y, 
    output reg [255:0] sum
);
parameter p = 256'hFFFFFFFFFFFFFFFFFFFFFFFFFFFFFFFFFFFFFFFFFFFFFFFFFFFFFFFEFFFFFC2F;
reg [255:0] result; 
always @(*) begin
    result = x + y;  
    if (result >= p) begin 
        result = result - p;  
    end
    sum = result; 
end
endmodule

===== /design/flow/run.sh =====
#!/bin/bash
# OpenROAD 26Q1-2900-gdf79404cd8, Yosys 0.63+post, stock flow scripts
make -C /OpenROAD-flow-scripts/flow DESIGN_CONFIG=/design/flow/config.mk WORK_HOME=/design/flow/orfs finish

==> impl_metrics.ini <==
; flow metrics
[worst_hold_path]
timing.hold.worst.class = in -> out
whs_path_depth = 4
worstHoldStart = x[0]
hold-path-endpoint = sum[0]

[worst_setup_path]
crit_type = in -> out
cp_top_family = AND-OR/OR-AND gates
worstPathCellList = clkdlybuf4s50_1 > ha_1 > a21oi_1 > o21ai_0 > a221oi_1 > o21bai_1 > a21oi_1 > o221ai_1 > o31ai_1 > o21ai_0 > xnor2_2 > nand4_1 > nor4_1 > nand4b_1 > or4_1 > nor4_4 > buf_4 > buf_12 > nand4_1 > xnor2_1 > clkdlybuf4s50_1
crit_slowest_cell = sky130_fd_sc_hd__o31ai_1
critical_path_peak_fanout = 102
cp_slowest_stage_delay_ns = 1.27
worst_ep_arrival_time_ns = 25.83
worstSetupEndpointType = primary output
cp_num_buf_inv = 4
data_required_time_at_the_worst_endpoint_ns = 64.48
worst_setup_path_start_kind = input port

[floorplanning]
die_width_um = 365
die_area_um2 = 133200
floorplan.core_area_um2 = 118100
initial_util_pct = 21.71
fp.dieH_um = 365
total_i_o_pin_count = 768
placement_rows = 126

[logic_synthesis]
yosys.cell_count.top_type = sky130_fd_sc_hd__a21oi_1
synth.cellmix.adderShare_pct = 12.57
compound_area_share_pct = 36.12
top_logic_kind = simple AND/OR/NAND/NOR gates
mux_area_share_pct = 0.4880
ys_warn_count = 1
synth.yosys.seq_area_share_pct = 0
synth_area_um2 = 25640
post_synth_xor_area_fraction_pct = 8.712
top_cells_by_count = sky130_fd_sc_hd__a21oi_1 (565), sky130_fd_sc_hd__nor2_1 (547), sky130_fd_sc_hd__nand2_1 (508), sky130_fd_sc_hd__o21ai_0 (354), sky130_fd_sc_hd__nand4_1 (260)
simple_gate_portion_of_the_synthesized_area_pct = 36.69
netlist_top_cells_area = sky130_fd_sc_hd__ha_1 (12%), sky130_fd_sc_hd__a21oi_1 (11%), sky130_fd_sc_hd__nor2_1 (8.0%)
post-synth-top-area-cell = sky130_fd_sc_hd__ha_1
yosysUniqueCellTypes = 85
synth.top_cell.area_share_pct = 12.49
ys_cells = 4301
area_of_the_synthesized_netlist_per_yosys_stat_um2 = 25640
synth_area_per_cell_um2 = 5.961
syn_inst = 4301

[placed_design]
placer_congestion_estimate = 1.101
dpl.hpwl_um = 212900
place.port_buffers = 768
place.detailed.instances = 6479

[drt]
drt_pass1_iterations = 9
detail_route.wl_per_cell_um = 36.29
wl_met2_um = 104600
antenna_violating_nets_post_route = 0
wl_met3_um = 22020
m1WireLength_um = 97280
route.vias.total = 39710
initialDrtViolationCount = 4090
viasPerCell = 6.110
drc_errors = 0
route.final.wire_length_um = 235900
highest_layer = met5

[global_route]
grt_resource_usage_total_pct = 33.91
grt_antenna_before_repair = 33
grt_first_pass_wirelength_um = 316100
grt_pass1_vias = 38080
grt_overflow = 0
grt_start_max_net_pins = 103

[timing]
finalCritPeriodShare_pct = 52.05
timing_worst_slew_pin_value_ns = 1.436
relSlewSlack_pct = 3.468
unrepaired_setup_endpoints_after_global_routing = false
period_needed_ns = 41.95
setup-tns-final_ns = 0
hold_viol_final = 0
report.final.setup_viol = 0
maxClockFrequency_mhz = 23.84
timing_max_transition_violations_final = 0

[final_layout]
drive_above_1_share_pct = 3.500
combGateArea_um2 = 24310
ff_latch_area_um2 = 0
final.clkbuf_count = 0
flop-count = 0
fillerInstances = 13240
final_core_util_pct = 29.75
area_added_between_synthesis_and_finish_pct = 37.03
layout.cells.non_filler = 6500

[pwr]
peakVddDrop_mv = 0.005604
int_pwr_uw = 156.0
power_switching_uw = 260.8
power_uw = 416.8
power.leakage_nw = 12.02
switching_part_of_the_total_pct = 62.57
power_per_standard_cell_area_nw_per_um2 = 11.86

[clocking]
ctsHoldBuffers = 0
cts_repair_resizes = 0
cts_setup_buffers = 0

[job]
openroad.warnings = 36
cap_violations = 0

[status]
outcome = complete, no violations
cell usage in the layout, fill, tap and decap left out, types with 42 or more instances in the layout:
cell type,instances
sky130_fd_sc_hd__a21o_1,66
sky130_fd_sc_hd__a21oi_1,565
sky130_fd_sc_hd__and2_1,60
sky130_fd_sc_hd__buf_4,115
sky130_fd_sc_hd__clkdlybuf4s50_1,768
sky130_fd_sc_hd__ha_1,256
sky130_fd_sc_hd__inv_1,73
sky130_fd_sc_hd__nand2_1,507
sky130_fd_sc_hd__nand3_1,117
sky130_fd_sc_hd__nand4_1,260
sky130_fd_sc_hd__nor2_1,547
sky130_fd_sc_hd__nor2b_1,55
sky130_fd_sc_hd__nor3_1,137
sky130_fd_sc_hd__nor4_1,84
sky130_fd_sc_hd__o211ai_1,42
sky130_fd_sc_hd__o21a_1,46
sky130_fd_sc_hd__o21ai_0,352
sky130_fd_sc_hd__o21bai_1,68
sky130_fd_sc_hd__o31ai_1,51
sky130_fd_sc_hd__xnor2_1,167
sky130_fd_sc_hd__xor2_1,87
cell families (layout without fill, tap and decap cells):
kind of cell             Yosys count  count (layout)
adder cells (fa/ha/maj)          257             257
multiplexers                      12              12
other                              0              21
AND-OR/OR-AND                   1515            1515
AND/OR/NAND/NOR                 1946            1946
buffers and inverters            316             958
XOR/XNOR                         255             255
layer usage:
layer / global-route usage, % / vias up
li1: - / 17510
met1: 44.65 / 19280
met2: 53.50 / 2442
met3: 7.797 / 458
met4: 13.26 / 20
met5: 0 / -
worst max-delay path by stage:
stage | end | start | cells after the start | slack [ns]
CTS | sum[12] | y[118] | 21 | 38.48
global route | sum[12] | y[56] | 22 | 38.45
finish | sum[12] | y[96] | 21 | 38.65
stage by stage:
stage	hold WS [ns]	cell area [µm²]	setup slack [ns]
after CTS	33.50	35070	38.48
after floorplan	32.45	25640	43.71
after detailed placement	33.50	35070	38.52
after global routing	33.56	35080	38.45
final	33.48	35130	38.65
after global placement	33.49	35050	38.39
area by class of cell:
cell class                 count  share of cell area [%]
timing repair buffer         884                   24.40
antenna                       21                  0.1496
tap                         1536                   5.470
inverter                      74                  0.7907
multi-input combinational   3985                   69.19
